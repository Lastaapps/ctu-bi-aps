--- flow/run.sh ---
#!/bin/bash
# OpenROAD 26Q1-2900-gdf79404cd8, Yosys 0.63+post, stock flow scripts
make -C /OpenROAD-flow-scripts/flow DESIGN_CONFIG=/design/flow/config.mk WORK_HOME=/design/flow/orfs finish
--- flow/config.mk ---
export PLATFORM = sky130hd
export DESIGN_NAME = m_register
export DESIGN_NICKNAME = m_register
export VERILOG_FILES = /design/flow/design.v
export SDC_FILE = /design/flow/constraint.sdc
export NUM_CORES = 4
export LEC_CHECK = 1
export CORE_UTILIZATION = 30
--- flow/constraint.sdc ---
current_design m_register

set clk_period 9.5
set clk_io_pct 0.2

create_clock -name clk0 -period $clk_period [get_ports {i_clk}]

set non_clock_inputs [all_inputs -no_clocks]
set_input_delay [expr $clk_period * $clk_io_pct] -clock clk0 $non_clock_inputs
set_output_delay [expr $clk_period * $clk_io_pct] -clock clk0 [all_outputs]
--- flow/design.v ---
module m_register(input [4:0] i_ar0, i_ar1, i_aw, input i_clk, i_we, input [31:0] i_wd, output reg [31:0] o_a0, o_a1);
  reg [31:0] matrix [31:0];
  always @(*) begin
    if (i_ar0 == 0)
      o_a0 <= 0;
    else
      o_a0 <= matrix[i_ar0];
  end
  always @(*) begin
    if (i_ar1 == 0)
      o_a1 <= 0;
    else
      o_a1 <= matrix[i_ar1];
  end
  always @(posedge i_clk) begin
    if (i_we) begin
      matrix[i_aw] <= i_wd;
    end
  end
endmodule
==> impl_metrics.ini <==
; flow metrics
[outcome]
status = completed

[clock_tree]
root_buffer = clkbuf_16
path_clk_slew_ns = 0.07
cts.path.max_buffers = 3
cts_resized = 0
cts_sinks = 1024
cts_made_buffers = 104
postCtsHoldBufs = 0
tritoncts = yes
cts_max_level = 3
cts_setup_buffers = 0

[global_routing]
gr-total-overflow = 0
antenna_found_initial = 14
grt_max_degree = 106
grt.total_usage = 0.2016
grt_pass1_vias = 29450
grt_pass1_wl_um = 209700

[power_and_ir_drop]
clkPwrFrac = 0.400
p_sw_mw = 2.266
p_int_mw = 7.696
powerDensity_mw_per_mm2 = 182.8
p_comb_frac = 0.093
irDropWorstVdd_uv = 140.6
p_sw_frac = 0.2275
pwr-share-seq = 0.507
power_leakage_nw = 17.17

[synthesis]
common_cells = edfxtp_1, mux4_2, mux2i_1
ys.flops = 1024
ys_area_mm2 = 0.04696
top_area_frac = 0.6548
flop_cell = edfxtp_1
yosys_warnings = 1
avgSynthCellArea_um2 = 19.57
synthCells = 2400
yosysUniqueCellTypes = 40
synth_dominant_cell_count = edfxtp_1
area_leaders = edfxtp_1, mux4_2, mux2i_1
netlist_area_mm2 = 0.04696
yosys.area.top_type = edfxtp_1
edf_count = 1024
async_flop_share = 0
ys_cells = 2400
postSynthSeqShare = 0.6548

[hold_path]
hold_path.class = input port to flop

[sta]
hold_ws_ns = 2.034
finalClockPeriodUsage = 0.8383
tightest_slew_ns = 1.333
finalHoldViolations = 0
finalSetupTns_ns = 0
max-slew-margin-rel = 0.1058
setup_viol_count_final = 0
fin_crit_ns = 7.964
drv_slew = 0
rsz0062_at_grt = no
max_freq_ghz = 0.1256

[drt]
drtPass1Iterations = 5
vias_per_cell = 5.614
drt_wl_total_um = 148600
vias = 26330
drc = 0
wl_per_cell_um = 31.69
ant_nets = 0
drtIter0Drc = 1573

[floorplanning]
chip_area_mm2 = 0.1581
num_rows = 144
die_w_um = 397.6
fp_util = 0.3034
io_pins = 113
core_mm2 = 0.1548
die_y_um = 397.6

[final_layout]
fillers = 14050
drive_gt1_frac = 0.2990
regMostFlops = matrix
syn2layout_area_growth_pct = 16.05
combGateArea_mm2 = 0.01548
reg_top3 = matrix: 1024 flops
largest_reg_flops = 1024
seqCellArea_mm2 = 0.03075
instances_no_fill = 4689
fin_area_mm2 = 0.05449

[setup_path]
arrival_ns = 6.06
end_kind = output port
path_max_fanout = 35
crit_path_start_kind = input port
cp.required_ns = 7.60
worst-setup-path-type = input port to output port

[run]
warnings = 29
maxCapViolations = 0

[placed_design]
port_buffers = 112
dpl_cell_area_mm2 = 0.05117
dp_hpwl_um = 88610
place_inst = 4493
gp_congestion = 0.9186
-- metrics by stage --
stage               power (mW)  setup WS (ns)  utilization
floorplan                5.622          4.132            -
global route             10.24          1.418       0.3521
CTS                      10.02          1.672       0.3520
global placement         6.059         0.4381       0.3301
finish                   9.963          1.536       0.3521
detailed placement       6.065          1.713       0.3306
-- critical path, stage by stage --
cell             delay, ns
clkdlybuf4s50_1       0.81
and2_4                0.73
buf_4                 0.54
a22o_1                0.28
a2111oi_0             0.14
nor3_1                0.93
buf_4                 0.24
clkdlybuf4s50_1       0.45
-- cell usage in the layout (no fill, tap or decap), types with 10 or more instances in the layout --
master	n
a211o_1	23
mux4_2	425
nor2_4	33
clkdlybuf4s50_1	105
inv_1	24
mux2_1	19
and2_1	12
o221ai_1	31
a2111oi_0	21
nand2_1	64
buf_4	127
buf_12	10
edfxtp_1	1024
clkinv_1	19
nor3_1	32
a221oi_1	23
clkbuf_1	16
a211oi_1	46
clkinv_2	32
mux2i_1	183
a21oi_1	46
o22ai_1	55
a22o_1	62
clkbuf_16	109
-- final timing paths --
check,startpoint,end,slack [ns],cells after the start
worst max-delay path,i_ar0[3],o_a0[2],1.54,8
worst min-delay path,i_wd[19],matrix[17][19]$_DFFE_PP_,2.03,2
-- logic make-up after synthesis --
kind of cell / synth area share
AOI/OAI and AO/OA: 0.05409
buffers and inverters: 0.02313
DFF: 0.6548
muxes: 0.2486
and+or+nand+nor: 0.01940
-- power groups by stage --
stage / combinational (mW) / sequential [mW] / clock (mW)
4_1_cts: 0.924 / 5.05 / 4.05
5_1_grt: 0.981 / 5.05 / 4.21
6_report: 0.925 / 5.05 / 3.99
-- routing by layer --
layer | share of wire | wire length [um] | GRT usage | vias to the layer above
li1 | - | - | - | 10770
met2 | 0.46 | 67900 | 0.2980 | 2009
met4 | 0.029 | 4292 | 0.04609 | 34
met5 | 0.0047 | 693 | 0.04358 | -
met1 | 0.31 | 45590 | 0.2053 | 13220
met3 | 0.20 | 30110 | 0.1840 | 298
-- layout make-up --
type	instances	share of cell area
inverters	25	0.001814
diodes	3	0.0001378
flip-flops and latches	1024	0.5643
multi-input cells	1150	0.2840
clock inverters	68	0.009597
repair buffers	250	0.04209
well taps	2044	0.04693
clock buffers	125	0.05115
Power is estimated from default activity; no workload was simulated.
