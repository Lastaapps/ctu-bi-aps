**flow/run.sh**
```bash
#!/bin/bash
# OpenROAD 26Q1-2900-gdf79404cd8, Yosys 0.63+post, stock flow scripts
make -C /OpenROAD-flow-scripts/flow DESIGN_CONFIG=/design/flow/config.mk WORK_HOME=/design/flow/orfs finish
```
**flow/config.mk**
```make
export PLATFORM = sky130hd
export DESIGN_NAME = m_alu
export DESIGN_NICKNAME = m_alu
export VERILOG_FILES = /design/flow/design.v
export SDC_FILE = /design/flow/constraint.sdc
export NUM_CORES = 4
export LEC_CHECK = 1
export CORE_UTILIZATION = 30
```
**flow/constraint.sdc**
```tcl
current_design m_alu

set clk_period 24.0
set clk_io_pct 0.2

create_clock -name clk0 -period $clk_period

set non_clock_inputs [all_inputs -no_clocks]
set_input_delay [expr $clk_period * $clk_io_pct] -clock clk0 $non_clock_inputs
set_output_delay [expr $clk_period * $clk_io_pct] -clock clk0 [all_outputs]
```
**flow/design.v**
```verilog
module m_alu(input [31:0] i_d0, i_d1, input [1:0] i_ctl, output reg [31:0] o_data, output o_zero);
  wire [31:0] add, sub, x_or;
  assign add = i_d0 + i_d1;
  assign sub = i_d0 - i_d1;
  assign x_or = i_d0 ^ i_d1;
  assign or_zero = o_data == 0;
  always @(*) begin
    case (i_ctl)
      0: o_data <= add;
      1: o_data <= sub;
      2: o_data <= x_or;
      default: o_data <= 0;
    endcase
  end
endmodule
```
==> results.txt <==
run metrics: status=completed, crit path kind=in2out, Hold Crit Class=in2out, io pins=just under 100, GRT overflow=0, largest net degree at the start of global routing=39, period utilization=58.7%, # Cells Yosys=approximately 470, # diodes=0, library cells used by synthesis=64, layout cells sized above 1=2.95%, Hold Path Sink=o_data[0], final worst slack=9920 ps, netlist area before placement=roughly 0.0032 sq mm, Worst-Margin Slew=631 ps, Routability Congestion=0.935, ANT nets after route=0, Max IR drop VDD=0.0133 mV, pwr dens=33.6 mW/mm^2, Post-Route WL=10,400 um, CLK BUF=0, Fmax=a little over 70 MHz, Yosys Chip Area=around 0.0032 sq mm, vias per cell=5.42, Placed Cells=678, die area=0.0109 sq mm, Setup Viol. Count Final=0, Die Ht=105 um, Place WS=9880 ps, worst-path maximum fanout=38, Cells after Synth=469, Worst Hold Launch=i_d0[0], vias in the first global route=3,589, YS warnings=3, sequential power share=0%, Final Hold Fails=0, minimum clock period=between 10,000 and 15,000 ps, Site Rows=37, CTS hold repair buffers=0, core footprint=0.0103 sq mm, DRT Pass-1 Iters=4, Pint=between 0.07 and 0.08 mW, Starting Density=between 30% and 40%, Area growth, synth to finish=33.4%, Required @ worst endpoint=approximately 19,000 ps, syn_area_per_cell=6.73 sq um, Post-DP HPWL=between 8000 and 9000 um, Sequential cell area=0 sq um, 1st-iter DRT viols=141, routed length per instance=between 15 and 20 um, switching power=0.0696 mW, Post-CTS Setup Inserts=0, worst hold path depth=5, initial antenna violation count=0, port bufs=98, DRC viols=0, worst hold slack=between 10,000 and 15,000 ps, FFs & Latches=0, Pleak=1.52 nW, max_slew headroom=57.7%, Pins Over Slew Limit=0, count of tool warnings=32, sequential area share after synthesis=0%, total power=0.142 mW, via count=3,675, critical path arrival=between 9000 and 10,000 ps, Total GRT Usage=a little under a fifth, Fin Setup TNS=0 ps, Clock Power Share=0%, maxcap violations=0, DIE WIDTH=between 100 and 150 um, switching part of the total power=49.2%, Critical Path End Type=primary output, unrepaired setup endpoints after global routing=false, type of origin of the critical path=primary input, Finished Layout Cells=between 600 and 700, Gate power share=100.0%, first-pass GRT wire length=17,400 um, post_cts resized=0
-- power groups by stage --
stage / Combinational [mW] / Sequential (mW) / Clock (mW)
after CTS: 0.142 / 0 / 0
after global routing: 0.157 / 0 / 0
final: 0.142 / 0 / 0
-- area by class of cell --
type | instances | area [sq um]
multi-input cells | 428 | 2990
well taps | 136 | 170
fillers | 1071 | 6070
inverters | 13 | 48.8
repair buffers | 101 | 1000
-- worst max-delay path by stage --
stage                    start          to  cells after the start
after CTS             i_ctl[1]  o_data[27]                     15
after global routing  i_ctl[1]  o_data[27]                     15
final                 i_ctl[1]  o_data[27]                     15
-- layout by cell type, fill, tap and decap left out, types with 4 or more instances in the layout --
cell type / n
a211o_1: 4
a211oi_1: 4
a21o_1: 6
a21oi_1: 42
a31oi_1: 7
clkdlybuf4s50_1: 98
ha_1: 32
inv_1: 13
nand2_1: 40
nand3_1: 11
nand4_1: 10
nor2_1: 39
nor3_1: 15
nor4_1: 6
o211ai_1: 5
o21a_1: 9
o21ai_0: 28
o22ai_1: 23
xnor2_1: 65
xor2_1: 18
-- synth_stat cells (all sizes together) (10+ instances only) --
| library cell | instances | area share (%) |
|---|---|---|
| o21ai | 30 | 4.8 |
| nand3 | 12 | 2.1 |
| o22ai | 23 | 4.6 |
| nor2 | 39 | 4.6 |
| a21oi | 42 | 6.7 |
| xor2 | 18 | 5.0 |
| xnor2 | 65 | 18 |
| inv | 13 | 1.5 |
| ha | 32 | 13 |
| nand2 | 40 | 4.8 |
| nand4 | 10 | 2.0 |
| nor3 | 15 | 2.4 |
| clkbuf | 21 | 2.5 |
-- cells by family (layout without fill, tap and decap cells) --
family                     count (synthesis)  after routing  share of synthesized area [%]
muxes                                      1              1                          0.317
other                                      1              1                          0.119
AOI/OAI and AO/OA                        160            160                           33.5
and+or+nand+nor                          150            150                           24.4
xor gates and xnor gates                  83             83                           23.0
adders and majority gates                 33             33                           13.3
buffers and inverters                     41            114                           5.35
-- worst max-delay path, stage by stage --
cell and delay (ps):
clkdlybuf4s50_1 450, buf_4 380, inv_1 250, nand2_1 470, o31ai_1 170, xor2_1 170, ha_1 230, a21oi_1 240
o21ai_0 160, o21ai_0 240, nand3_1 200, a221oi_2 540, mux2i_1 140, nor4bb_1 300, clkdlybuf4s50_1 520
-- metrics by stage --
| step | util [%] | area, sq um |
|---|---|---|
| floorplan | - | 3160 |
| global placement | 41.0 | 4210 |
| detailed placement | 41.0 | 4210 |
| CTS | 41.0 | 4210 |
| global route | 41.0 | 4210 |
| finish | 41.0 | 4210 |
-- metal layers --
metal / wire [um] / track usage [%] / vias up
met2: 4830 / 32.6 / 99
met4: 78 / 2.62 / 0
li1: - / - / 1889
met3: 548 / 1.08 / 4
met1: 4920 / 27.4 / 1683
met5: 0 / 0 / -
Power and IR drop assume default switching activity.
