==> ./run.sh <==
#!/bin/bash
# OpenROAD 26Q1-2900-gdf79404cd8, Yosys 0.63+post, stock flow scripts
make -C /OpenROAD-flow-scripts/flow DESIGN_CONFIG=/design/flow/config.mk WORK_HOME=/design/flow/orfs finish
==> ./constraint.sdc <==
current_design m_multiplexor4_1

set clk_period 1.5
set clk_io_pct 0.2

create_clock -name clk0 -period $clk_period

set non_clock_inputs [all_inputs -no_clocks]
set_input_delay [expr $clk_period * $clk_io_pct] -clock clk0 $non_clock_inputs
set_output_delay [expr $clk_period * $clk_io_pct] -clock clk0 [all_outputs]
==> ./design.v <==
module m_multiplexor2_1(input [31:0] i_d0, i_d1, input i_select, output [31:0] o_out);
  assign o_out = i_select ? i_d1 : i_d0;
endmodule
module m_multiplexor4_1(input [31:0] i_d0, i_d1, i_d2, i_d3,
  input [1:0] i_select, output reg [31:0] o_out);
  always @(*)
    case (i_select)
      0: o_out <= i_d0;
      1: o_out <= i_d1;
      2: o_out <= i_d2;
      default: o_out <= i_d3;
    endcase
endmodule
==> ./config.mk <==
export PLATFORM = sky130hd
export DESIGN_NAME = m_multiplexor4_1
export DESIGN_NICKNAME = m_multiplexor4_1
export VERILOG_FILES = /design/flow/design.v
export SDC_FILE = /design/flow/constraint.sdc
export NUM_CORES = 4
export LEC_CHECK = 1
export CORE_AREA = 10 10 84 84
export DIE_AREA = 0 0 94 94
==> impl_metrics.py <==
# Generated from Yosys and OpenROAD reports
metrics = {
    "run": {
        "warnings": 34,
        "max-cap-violations": 0,
    },
    "critical_path": {
        "startpoint_type": "primary input",
        "path_class": "in -> out",
        "arrival_ns": 1.23,
        "critPathCaptureType": "primary output",
        "crit_required_ns": 1.20,
        "worstPathMaxFanout": 6,
        "critPathLaunch": "i_select[0]",
    },
    "outcome": {
        "violations": "negative setup slack",
        "status": "finished, violations left",
    },
    "timing": {
        "relSlewSlack_pct": 91.6,
        "post-route-min-period_ns": 1.53,
        "finalHoldViolCount": 0,
        "max_freq_mhz": 655,
        "setup_ws_ns": -0.0260,
        "drv_slew": 0,
        "tightest_slew_ns": 0.126,
        "whs_ns": 1.08,
        "fin_crit_sh_pct": 102,
        "rsz0062_at_grt": "true",
        "setup_viol": 1,
    },
    "drt": {
        "dr.pass1.iters": 5,
        "vias_per_cell": 4.41,
        "routed_wl_um": 6030,
        "drtAntennaViolNets": 0,
        "drc": 0,
        "wl_per_cell_um": 21.9,
        "vias": 1214,
        "drt-initial-drc-count": 8,
    },
    "place": {
        "portBuffers": 162,
        "hpwlAfterDp_um": 5200,
        "place.gp.congestion": 0.867,
        "placed_area_um2": 2510,
        "placed_cells": 269,
    },
    "die": {
        "initCoreUtil_pct": 15.6,
        "io_pins": 162,
        "die_x_um": 94,
        "die_y_um": 94,
        "fp.coreArea_um2": 5200,
        "dieArea_um2": 8840,
        "rows": 26,
    },
    "synthesis": {
        "ys_area_um2": 815,
        "synth_area_um2": 815,
        "synth.avg_cell_area_um2": 20.9,
        "ys_seq_share_pct": 0,
        "ys_cells": 39,
        "synth.distinct_cells": 5,
        "syn_inst": 39,
        "ys_warn_count": 1,
    },
    "global_routing": {
        "overflow": 0,
        "grt_pass1_wl_um": 8950,
        "grtUsageTotal_pct": 13.5,
        "grt_antenna_before_repair": 1,
        "grt_pass1_vias": 1480,
        "grt_max_degree": 11,
    },
    "final_layout": {
        "design_area_um2": 2340,
        "final_cell_mix": "dlygate4sd2_1 (128), buf_2 (33), mux4_2 (32), buf_16 (5), buf_12 (3)",
        "area_growth_pct": 188,
        "mostFrequentLayoutCell": "dlygate4sd2_1",
        "flop-count": 0,
        "layout.cells.non_filler": 275,
        "seq_area_um2": 0,
        "clock_buffers": 0,
        "layout-drive-gt1-share_pct": 37.3,
    },
    "clock_network": {
        "cts_hold_buf": 0,
        "post_cts_buffers": 0,
    },
    "hold_path": {
        "hp-class": "in -> out",
        "min_from": "i_d0[29]",
    },
    "power_and_ir_drop": {
        "power.leakage_nw": 1.13,
        "power_density_nw_per_um2": 243,
        "ir_drop_mv": 0.122,
    },
}
==> stage by stage <==
stage	worst slack [ns]	utilization (%)	TNS (ns)	total power, mW
4_1_cts	-0.0437	45.0	-0.0513	0.583
3_5_place_dp	-0.633	48.2	-18.91	0.726
6_report	-0.0260	45.0	-0.0260	0.568
5_1_grt	-0.0490	45.0	-0.478	0.617
3_3_place_gp	-0.634	48.2	-18.71	0.724
2_1_floorplan	0.183	-	0	0.189
==> cell usage after synthesis, drive strengths merged <==
cell	instances	area [µm²]
mux4	32	728
buf	7	86.3
==> cell type report <==
class / count / area [µm²]
Fill cell: 545 / 2860
Timing Repair Buffer: 172 / 1530
Multi-Input combinational cell: 32 / 721
Tap cell: 70 / 87.6
Antenna cell: 1 / 2.50
==> path summary, 6_finish.rpt <==
| kind | endpoint | slack, ns | depth (start not counted) |
|---|---|---|---|
| worst max-delay path | o_out[7] | -0.03 | 4 |
| worst min-delay path | o_out[29] | 1.08 | 3 |
==> metal layers <==
metal  vias up  global-route usage (%)  share of wire, %
li1        545                       -                 -
met1       573                    15.2                36
met2        94                    24.5                51
met5         -                       0                 0
met4         0                   0.506              0.35
met3         2                    5.49                12
==> critical path, stage by stage <==
cell and delay (ns):
buf_16 0.13, buf_12 0.14, mux4_2 0.52, buf_2 0.14
==> kinds of logic (layout without fill, tap and decap cells) <==
kind of cell / after synthesis / in the layout / share of synthesized area [%]
buf+inv: 7 / 172 / 10.6
mux: 32 / 32 / 89.4
other cells: 0 / 1 / 0
==> power by group <==
part	leakage (nW)	total, mW	switching [mW]	internal, mW
sequential	0	0	0	0
clock	0.00000634	0.0000000891	0	0.0000000890
combinational	1.13	0.568	0.146	0.422
==> what timing repair did <==
item,CTS,global route
gates resized,243,0
hold endpoints to repair,0,0
endpoints found under the setup margin,32,30
gates cloned,5,0
Power figures rest on the tool's default switching activity, not on a simulated workload.
